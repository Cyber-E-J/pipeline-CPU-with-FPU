### /design/flow/run.sh
#!/bin/bash
# OpenROAD 26Q1-2900-gdf79404cd8, Yosys 0.63+post, stock flow scripts
make -C /OpenROAD-flow-scripts/flow DESIGN_CONFIG=/design/flow/config.mk WORK_HOME=/design/flow/orfs finish
### /design/flow/config.mk
export PLATFORM = sky130hd
export DESIGN_NAME = Regs
export DESIGN_NICKNAME = Regs
export VERILOG_FILES = /design/flow/design.v
export SDC_FILE = /design/flow/constraint.sdc
export NUM_CORES = 4
export LEC_CHECK = 1
export CORE_UTILIZATION = 40
### /design/flow/constraint.sdc
current_design Regs

set clk_period 18.4
set clk_io_pct 0.2

create_clock -name clk0 -period $clk_period [get_ports {clk}]

set non_clock_inputs [all_inputs -no_clocks]
set_input_delay [expr $clk_period * $clk_io_pct] -clock clk0 $non_clock_inputs
set_output_delay [expr $clk_period * $clk_io_pct] -clock clk0 [all_outputs]
### /design/flow/design.v
`timescale 1ns / 1ps
module     Regs(input clk,
				input rst,
				input [4:0] R_addr_A, 
				input [4:0] R_addr_B, 
				input [4:0] Wt_addr, 
				input [31:0]Wt_data, 
				input L_S, 
				output [31:0] rdata_A, 
				output [31:0] rdata_B,
				input [4:0] Debug_addr,          
				output[31:0] Debug_regs         
			  );
reg [31:0] register [1:31]; 				 
integer i;
	assign rdata_A = (R_addr_A == 0)? 0 : register[R_addr_A]; 	  
	assign rdata_B = (R_addr_B == 0)? 0 : register[R_addr_B];     
	always @(negedge clk or posedge rst) 
      begin
		if (rst) 	 begin 			 
		    for (i=1; i<32; i=i+1)
		    register[i] <= 0;	 
		end 
		else begin
		     if ((Wt_addr != 0) && (L_S == 1)) 	 
		     register[Wt_addr] <= Wt_data;
		end
	end
    assign Debug_regs = (Debug_addr == 0) ? 0 : register[Debug_addr];                
endmodule
==> impl_metrics.prom <==
# HELP chip_impl_metric Yosys and OpenROAD flow results
# TYPE chip_impl_metric gauge
chip_impl_info{name="hold_path.class",value="reg -> reg"} 1
chip_impl_metric{name="fp.dieW",unit="microns"} 391
chip_impl_metric{name="detailed_place.area",unit="sq um"} 64800
chip_impl_metric{name="final.fill_count",unit=""} 14200
chip_impl_metric{name="reg_to_reg_setup_timing_slack",unit="ns"} 17.32
chip_impl_metric{name="post_route_cell_area",unit="sq um"} 69300
chip_impl_metric{name="top_level_ports",unit=""} 151
chip_impl_metric{name="ys_seq_frac",unit=""} 0.411
chip_impl_metric{name="worst-endpoint-arrival",unit="ns"} 12.87
chip_impl_metric{name="synth-async-reset-ratio",unit=""} 1.00
chip_impl_info{name="r2r_end",value="register[28][18]$_DFFE_NP0P_"} 1
chip_impl_metric{name="h-tree-depth",unit=""} 3
chip_impl_metric{name="cp_max_fo",unit=""} 4
chip_impl_metric{name="power.density",unit="nW/um^2"} 104
chip_impl_info{name="startpoint",value="register[21][13]$_DFFE_NP0P_"} 1
chip_impl_metric{name="total_leakage_power",unit="nW"} 28.5
chip_impl_metric{name="die_boundary_height",unit="microns"} 391
chip_impl_metric{name="muxShareOfSynthArea",unit=""} 0.185
chip_impl_info{name="worst-setup-path-type",value="reg -> out"} 1
chip_impl_metric{name="numCtsBuffers",unit=""} 117
chip_impl_metric{name="ys_cells",unit=""} 6283
chip_impl_info{name="grt_setup_unrepaired",value="no"} 1
chip_impl_metric{name="drt_iter0_drc",unit=""} 10100
chip_impl_info{name="cts_tree",value="done"} 1
chip_impl_metric{name="syn-mean-instance-area",unit="sq um"} 9.62
chip_impl_info{name="synth.largest_area_cell",value="sky130_fd_sc_hd__dfrtn_1"} 1
chip_impl_metric{name="synth.cellmix.compoundShare",unit=""} 0.110
chip_impl_metric{name="postSynthCellCount",unit=""} 6283
chip_impl_metric{name="detail_route.wl_per_cell",unit="microns"} 54.3
chip_impl_metric{name="peakVddDrop",unit="uV"} 90.0
chip_impl_metric{name="place.port_buffers",unit=""} 150
chip_impl_metric{name="via_per_inst",unit=""} 8.16
chip_impl_metric{name="post-route-util",unit=""} 0.462
chip_impl_metric{name="max_stage_delay",unit="ns"} 0.96
chip_impl_metric{name="coreArea",unit="sq um"} 150000
chip_impl_info{name="synth-main-ff-cell",value="sky130_fd_sc_hd__dfrtn_1"} 1
chip_impl_metric{name="place_hpwl",unit="mm"} 287
chip_impl_metric{name="totalWireLength",unit="mm"} 460
chip_impl_metric{name="gr-total-overflow",unit=""} 0
chip_impl_info{name="layout.cells.most_common_list",value="1500 x sky130_fd_sc_hd__nand3_1, 992 x sky130_fd_sc_hd__dfrtn_1, 921 x sky130_fd_sc_hd__mux2_2"} 1
chip_impl_metric{name="warning_count",unit=""} 48
chip_impl_metric{name="required",unit="ns"} 14.72
chip_impl_info{name="biggestRegsByFlops",value="register x992"} 1
chip_impl_metric{name="worstPathBufferInverterCount",unit=""} 1
chip_impl_info{name="cp_slowest_cell",value="sky130_fd_sc_hd__a21oi_1"} 1
chip_impl_metric{name="skew_pair_late_insertion_delay",unit="ns"} 0.72
chip_impl_metric{name="yosys_warnings",unit=""} 2
chip_impl_info{name="status",value="finished with violations"} 1
chip_impl_metric{name="reg2reg_depth",unit=""} 1
chip_impl_info{name="setup.worst_path.end_class",value="primary output"} 1
chip_impl_metric{name="final_hold_viol_count",unit=""} 0
chip_impl_metric{name="ant_nets",unit=""} 2
chip_impl_info{name="worst_path_dominant_cell_family",value="AND-OR/OR-AND gates"} 1
chip_impl_metric{name="finalSetupViolCount",unit=""} 0
chip_impl_metric{name="drcViolationCount",unit=""} 0
chip_impl_metric{name="synth_flop_count",unit=""} 992
chip_impl_metric{name="detailedRoute.firstPassIterationCount",unit=""} 10
chip_impl_info{name="failed_checks",value="antenna violations"} 1
chip_impl_metric{name="slew-limit-headroom",unit=""} 0.220
chip_impl_metric{name="logic_depth_of_the_worst_path_buffers_included",unit=""} 6
chip_impl_metric{name="ctsResizeCount",unit=""} 0
chip_impl_info{name="post_synth_main_area_contributors",value="sky130_fd_sc_hd__dfrtn_1 41%, sky130_fd_sc_hd__mux2_2 17%, sky130_fd_sc_hd__nand3_1 12%"} 1
chip_impl_metric{name="grt_antenna_before_repair",unit=""} 87
chip_impl_metric{name="tritoncts_num_sinks",unit=""} 992
chip_impl_metric{name="cts_setup_buffers",unit=""} 0
chip_impl_metric{name="ys_sh_simple",unit=""} 0.239
chip_impl_metric{name="max_cap_viol_count",unit=""} 0
chip_impl_metric{name="grt_start_max_net_pins",unit=""} 119
chip_impl_metric{name="top_area_frac",unit=""} 0.411
chip_impl_info{name="top_non_seq_family",value="simple AND/OR/NAND/NOR gates"} 1
chip_impl_metric{name="max-clock-path-buffers",unit=""} 3
chip_impl_metric{name="clk_transition_reported_paths",unit="ns"} 0.05
chip_impl_info{name="r2r_start",value="register[28][18]$_DFFE_NP0P_"} 1
chip_impl_metric{name="ctsHoldBuffers",unit=""} 0
chip_impl_metric{name="largest_register_ff_count",unit=""} 992
chip_impl_metric{name="initial_utilization",unit=""} 0.403
chip_impl_info{name="clock-root-buffer",value="sky130_fd_sc_hd__clkbuf_16"} 1
chip_impl_metric{name="share_of_post_route_cells_with_drive_strength_above_1",unit=""} 0.261
chip_impl_info{name="crit_path_cell_trace",value="nand4_1, a21oi_1, a221o_1, nor4_1, a31oi_1, clkdlybuf4s50_1"} 1
chip_impl_metric{name="area_growth_syn_to_layout",unit="%"} 14.7
chip_impl_metric{name="rows",unit=""} 142
chip_impl_metric{name="gp_routability_congestion",unit=""} 1.07
chip_impl_info{name="regMostFlops",value="register"} 1
chip_impl_metric{name="chip_area_yosys",unit="sq um"} 60400
chip_impl_metric{name="worst_margin_slew",unit="ns"} 1.17
chip_impl_metric{name="grt_util_all_layers",unit=""} 0.617
chip_impl_metric{name="first_global_vias",unit=""} 63700
chip_impl_info{name="final_layout_top_logic_cell",value="sky130_fd_sc_hd__nand3_1"} 1
chip_impl_info{name="cp-start-kind",value="flip-flop"} 1
chip_impl_metric{name="chip_area",unit="sq um"} 153000
chip_impl_metric{name="vias",unit=""} 69100
chip_impl_metric{name="edf_count",unit=""} 0
chip_impl_metric{name="global_route_wire_length_before_repair",unit="mm"} 604
chip_impl_metric{name="final_max_slew_viol_count",unit=""} 0
chip_impl_metric{name="synthesis.area",unit="sq um"} 60400
chip_impl_metric{name="synth-adder-area-share",unit=""} 0
chip_impl_metric{name="post_synth_num_cell_types",unit=""} 74
chip_impl_info{name="cp-endpoint",value="rdata_B[13]"} 1
chip_impl_metric{name="synth.cellmix.xorXnorShare",unit=""} 0
chip_impl_metric{name="skew",unit="ns"} 0
==> report_power, final <==
group,switching [mW],internal [mW]
Combinational,0.774,0.547
Sequential,0.672,2.65
Clock,1.09,1.46
Total,2.53,4.65
==> area by class of cell <==
cell class | instances | area (sq um) | share of cell area
Sequential cell | 992 | 24800 | 0.358
Timing Repair Buffer | 535 | 4510 | 0.0651
Inverter | 35 | 135 | 0.00195
Clock buffer | 157 | 3320 | 0.0479
Clock inverter | 58 | 756 | 0.0109
Tap cell | 2016 | 2520 | 0.0364
Multi-Input combinational cell | 4509 | 32800 | 0.474
Antenna cell | 164 | 410 | 0.00592
==> worst min path at each step <==
| stage | cells past startpoint | to | slack [ns] | from |
|---|---|---|---|---|
| after CTS | 1 | register[7][18]$_DFFE_NP0P_ | 0.49 | register[7][18]$_DFFE_NP0P_ |
| after global routing | 1 | register[30][31]$_DFFE_NP0P_ | 0.52 | register[30][31]$_DFFE_NP0P_ |
| final | 1 | register[7][18]$_DFFE_NP0P_ | 0.49 | register[7][18]$_DFFE_NP0P_ |
==> synth_stat cells, types with 12 or more instances <==
cell                        count
sky130_fd_sc_hd__a221o_1       34
sky130_fd_sc_hd__a32o_1        15
sky130_fd_sc_hd__inv_1         35
sky130_fd_sc_hd__and4_1        61
sky130_fd_sc_hd__o2111ai_1     26
sky130_fd_sc_hd__a22oi_1      327
sky130_fd_sc_hd__nand2_1       92
sky130_fd_sc_hd__a222oi_1      38
sky130_fd_sc_hd__nor3_1        31
sky130_fd_sc_hd__nand4_1      388
sky130_fd_sc_hd__nor2b_1       20
sky130_fd_sc_hd__nor4_1       104
sky130_fd_sc_hd__o31a_1        13
sky130_fd_sc_hd__nand2b_1      13
sky130_fd_sc_hd__a2111oi_0     50
sky130_fd_sc_hd__a22o_1        59
sky130_fd_sc_hd__and2_1        57
sky130_fd_sc_hd__mux2_1        63
sky130_fd_sc_hd__nand3_1     1501
sky130_fd_sc_hd__a21oi_1      162
sky130_fd_sc_hd__dfrtn_1      992
sky130_fd_sc_hd__o21ai_0       44
sky130_fd_sc_hd__and3_1       200
sky130_fd_sc_hd__nor2_1        42
sky130_fd_sc_hd__nand3b_1      12
sky130_fd_sc_hd__buf_2        226
sky130_fd_sc_hd__buf_4         16
sky130_fd_sc_hd__o211ai_1      16
sky130_fd_sc_hd__buf_1        107
sky130_fd_sc_hd__and3b_1       14
sky130_fd_sc_hd__mux2_2       921
sky130_fd_sc_hd__clkbuf_1     395
sky130_fd_sc_hd__a31oi_1       64
==> cells by family after synthesis <==
family | count (synthesis)
AND-OR/OR-AND | 906
buffers and inverters | 782
flip-flops | 992
multiplexers | 993
AND/OR/NAND/NOR | 2610
==> stage by stage <==
stage / setup slack (ns) / TNS (ns) / hold slack [ns] / std cells / total power, mW
after floorplan: -7.77 / -7706.57 / 0.449 / 6283 / 3.70
after global placement: 2.14 / 0 / 0.486 / 8087 / 4.54
after detailed placement: 2.17 / 0 / 0.493 / 8087 / 4.54
after CTS: 2.00 / 0 / 0.493 / 8302 / 7.05
after global routing: 1.86 / 0 / 0.522 / 8324 / 7.28
final: 1.85 / 0 / 0.495 / 8466 / 7.19
==> metal layers <==
metal / track usage / vias to the layer above / share of wire
li1: - / 24300 / -
met1: 0.723 / 34500 / 0.34
met2: 0.760 / 7568 / 0.38
met3: 0.432 / 2711 / 0.18
met4: 0.489 / 49 / 0.10
met5: 0.0648 / - / 0.0020
No activity file was given, so power comes from the tool's default toggle rates.
